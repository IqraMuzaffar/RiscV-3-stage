--- flow/design.v ---
module RegisterFile (
     input logic         clock, reset, writeEnableMW,
     input logic  [4:0]  readAddress1, readAddress2, writeAddressMW,
     input logic  [31:0] writeData,
     output logic [31:0] readData1, readData2
);
    logic [31:0] registers[31:0];
    always_comb begin
        readData1 = (|readAddress1) ? registers[readAddress1] : '0 ;
        readData2 = (|readAddress2) ? registers[readAddress2] : '0 ;
    end
  always_ff @(negedge clock) begin
    if (writeEnableMW && (|writeAddressMW)) begin
        registers[writeAddressMW] <= writeData;
    end 
  end
endmodule
--- flow/run.sh ---
#!/bin/bash
# OpenROAD 26Q1-2900-gdf79404cd8, Yosys 0.63+post, stock flow scripts
make -C /OpenROAD-flow-scripts/flow DESIGN_CONFIG=/design/flow/config.mk WORK_HOME=/design/flow/orfs finish
--- flow/config.mk ---
export PLATFORM = sky130hd
export DESIGN_NAME = RegisterFile
export DESIGN_NICKNAME = RegisterFile
export VERILOG_FILES = /design/flow/design.v
export SDC_FILE = /design/flow/constraint.sdc
export NUM_CORES = 4
export LEC_CHECK = 1
export CORE_UTILIZATION = 30
--- flow/constraint.sdc ---
current_design RegisterFile

set clk_period 11.7
set clk_io_pct 0.2

create_clock -name clk0 -period $clk_period [get_ports {clock}]

set non_clock_inputs [all_inputs -no_clocks]
set_input_delay [expr $clk_period * $clk_io_pct] -clock clk0 $non_clock_inputs
set_output_delay [expr $clk_period * $clk_io_pct] -clock clk0 [all_outputs]
==> results_slide.txt <==
Synthesis and Place & Route Summary

Run status
  • Outcome: finished clean

Die
  • Die Wd: ~400 um
  • Init Core Util: a little under a third
  • Chip area: around 0.16 mm^2
  • DIE HEIGHT: just under 400 um
  • Placement row count: 144
  • # IOs: roughly 110
  • Core Region: 0.1548 mm^2

Setup path
  • Max incr delay on CP: roughly 0.7 ns
  • Required time of the critical path: 9.36 ns
  • CP max-delay cell: a2111oi_0
  • CP top delay family: AND-OR/OR-AND gates
  • Crit. End Element: output port
  • CP startpoint kind: flop
  • Critical path cell sequence: mux4_2, a22o_1, a2111oi_0, nor3_1, clkdlybuf4s50_1
  • Setup Crit Path Kind: reg2out
  • CP bufs+invs: 1
  • Max FO, Critical Path: 2
  • CP arrival: ~9.1 ns

STA
  • Fin. max-slew vios: 0
  • # setup viols final: 0
  • RSZ-0062 raised after global routing: false
  • Fin Setup TNS: 0 ns
  • Relative slew slack: 32.27%
  • Worst slew pin tran: 1.013 ns
  • Fin. Hold Viols: 0

Clocking
  • H-tree depth: 3
  • Clk slew on worst S/H paths: about 0.030 ns
  • Postcts setup bufs: 0
  • Post_cts resized: 0
  • CTS Buf Count: around 110
  • Hold_buf cts: 0
  • CTS max path bufs: 3
  • CTS tree: built
  • CTS Sinks: just over 1000
  • Clk root buf: clkbuf_16

Placement
  • Routability cong.: approximately 0.85
  • Post-DP HPWL: ~87000 um
  • PortBufs: 112
  • Post-Place Cells: 4429

Power and ir drop
  • Maximum vdd drop: 0.0001329 V
  • LEAKAGE: between 20 and 25 nW
  • Pwr per Cell Area: ~170 mW/mm^2

Routing
  • Vias per cell: between 5 and 6
  • Via count: ~30000
  • Ant diodes: 0
  • Drt first-iter violations: 1541
  • Antenna Nets Post-Route: 0
  • Residual DRC: 0
  • DRT Wirelength: 147800 um
  • DR WL/cell: approximately 26 um
  • Iteration tally of the first detailed-router pass: 7

Synthesis
  • Number of enable flip-flop cells: 1024
  • FFs w/ async S/R, synth: 0%
  • Syn_area_per_cell: between 20 and 25 um^2
  • Synth Seq Share: between 60% and 70%
  • Ys flop type: edfxtp_1
  • Synth Warn #: 1
  • Mapped Area: 0.04700 mm^2
  • Mapped Cells: approximately 2300
  • # Cells Yosys: about 2300
  • Unique masters post-synth: 36
  • Yosys stat chip area: about 0.047 mm^2
  • Post-synth regs: 1024

Cells and area
  • Final instance count without filler cells: approximately 5700
  • Largest register by flop count: registers
  • Largest regs: registers x1024
  • Most frequent logic cell in the layout: inv_1
  • Area grow syn2layout: 25.62%
  • Largest register FFs: ~1000
  • Most frequent cells in the layout: 1042 x inv_1, 1024 x edfxtp_1, 471 x mux4_2, 146 x mux2i_1, 145 x buf_4
  • Share of layout cells above drive strength 1: between 20% and 30%

Global routing
  • Gr ovfl total: 0
  • First-pass GRT wire length: about 210000 um
  • Pin count of the biggest net entering global routing: around 78
  • Vias in the first global route: approximately 36000
  • Total GRT Usage: approximately a fifth
  • Initial antenna violation count: 4

Run
  • Log Warnings: 1028
  • Max-Cap Viols: 0

Min path
  • Hold Path Class: in2out
## layer usage
metal  vias up  share of wire [%]  global-route usage [%]
met5         -               0.14                   1.846
met2      2319                 48                   29.93
met4        10                3.6                   8.908
met1     14240                 30                   18.25
met3       328                 18                   18.93
li1      12580                  -                       -
## per-stage QoR
step / hold WS, ns / area (um^2) / power (mW) / utilization [%] / setup slack (ns)
after floorplan: 4.965 / 47110 / 5.107 / - / 1.090
after global placement: 5.840 / 51310 / 5.433 / 33.16 / 0.8593
after detailed placement: 5.843 / 51310 / 5.450 / 33.16 / 0.8727
after CTS: 5.849 / 59040 / 10.05 / 38.15 / 0.1248
after global routing: 5.912 / 59040 / 10.50 / 38.15 / 0.02808
final: 5.859 / 59040 / 9.882 / 38.15 / 0.2185
## area by class of cell
| cell class | count | area (um^2) |
|---|---|---|
| well taps | 2044 | 2557 |
| clock inverters | 1116 | 4877 |
| fillers | 13530 | 95730 |
| clock buffers | 114 | 2853 |
| inverters | 1 | 3.754 |
| multi-input cells | 1097 | 15660 |
| repair buffers | 262 | 2342 |
| flip-flops and latches | 1024 | 30750 |
## cell usage after synthesis (5+ instances only)
cell	number	area (um^2)
a21oi_1	6	30.03
mux2i_1	146	1461
nor3_1	55	275.3
buf_6	14	157.7
o22ai_1	83	519.3
a211oi_1	36	270.3
a221oi_1	5	43.79
clkbuf_1	84	315.3
o221ai_1	29	254.0
nand2b_1	6	37.54
buf_4	27	202.7
buf_1	14	52.55
nand2_1	9	33.78
nor2b_1	16	100.1
nor2_1	37	138.9
a2111oi_0	32	280.3
mux2_2	37	416.7
mux4_2	471	10610
buf_2	50	250.2
nand3b_1	7	52.55
a22oi_1	12	90.09
edfxtp_1	1024	30750
a22o_1	51	446.7
## where the power goes
| group | switching, mW | internal, mW |
|---|---|---|
| registers | 0.0222 | 4.13 |
| logic | 0.405 | 0.331 |
| clock network | 2.35 | 2.65 |
| total | 2.78 | 7.11 |
## kinds of logic after synthesis
logic type,after synthesis,synth area share [%]
buf+inv,191,2.098
compound gates,259,4.212
mux,654,26.57
simple gates,152,1.688
flops,1024,65.43
other cells,1,0.007979
## final timing paths
path | from | to | slack [ns] | cells past startpoint
worst min-delay path | readAddress2[4] | readData2[29] | 5.86 | 4
worst max-delay path | registers[10][7] | readData2[7] | 0.22 | 5
Power and IR drop assume default switching activity.
